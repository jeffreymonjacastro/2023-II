==> config.mk <==
export PLATFORM = sky130hd
export DESIGN_NAME = dmem
export DESIGN_NICKNAME = dmem
export VERILOG_FILES = /design/flow/design.v
export SDC_FILE = /design/flow/constraint.sdc
export NUM_CORES = 4
export LEC_CHECK = 1
export CORE_UTILIZATION = 40
==> constraint.sdc <==
current_design dmem

set clk_period 32.2
set clk_io_pct 0.2

create_clock -name clk0 -period $clk_period [get_ports {clk}]

set non_clock_inputs [all_inputs -no_clocks]
set_input_delay [expr $clk_period * $clk_io_pct] -clock clk0 $non_clock_inputs
set_output_delay [expr $clk_period * $clk_io_pct] -clock clk0 [all_outputs]
==> design.v <==
module dmem (
	clk,
	we,
	a,
	wd,
	rd
);
	input wire clk;
	input wire we;
	input wire [31:0] a;
	input wire [31:0] wd;
	output wire [31:0] rd;
	reg [31:0] RAM [63:0];
	assign rd = RAM[a[31:2]];
	always @(posedge clk)
		if (we)
			RAM[a[31:2]] <= wd;
endmodule
==> run.sh <==
#!/bin/bash
# OpenROAD 26Q1-2900-gdf79404cd8, Yosys 0.63+post, stock flow scripts
make -C /OpenROAD-flow-scripts/flow DESIGN_CONFIG=/design/flow/config.mk WORK_HOME=/design/flow/orfs finish
==> ci_impl_report.md <==
## Implementation flow summary

| Metric | Value |
|---|---|
| Total track usage | 22.9% |
| Mapped Area | 78300 um^2 |
| Floorplan core density | 40.2% |
| CTS max path bufs | 3 |
| Post-synth EDFFs | 2048 |
| Area leader share | 78.6% |
| Worst min path class | primary input to flip-flop |
| Worst hold stages | 2 |
| Max_cap viols | 0 |
| Core area | 195000 um^2 |
| Yosys Instances | 4207 |
| Layout overhead on the synthesized area | 13.5% |
| Buffer count from post-CTS setup fixing | 0 |
| CP Max Fanout | 59 |
| Commonest cells post-synth | 2048 x edfxtp_1, 259 x mux2i_1, 188 x a22oi_1 |
| Fin crit period | 18090 ps |
| Post-Place Cells | 6713 |
| Hold bufs inserted after CTS | 0 |
| Cell type with the largest total area | edfxtp_1 |
| Cycle use final | 56.2% |
| Setup Crit Path Kind | primary input to output pin |
| Largest net degree at the start of global routing | 84 |
| Final ANT Viol Nets | 0 |
| Net Sw Power | 0.00115 W |
| P per Cell Area | 61.0 nW/um^2 |
| Clock transition at path regs | 60 ps |
| Seq share, synth | 78.6% |
| RSZ-0062 raised after global routing | false |
| P_int | 0.00427 W |
| Initial DRC count | 2814 |
| Die width | 444 um |
| Post_cts resized | 0 |
| Setup violations, final | 0 |
| Hold Startpoint | wd[2] |
| Die area | 197000 um^2 |
| Final Routed Wirelength | 207000 um |
| Synth warn | 1 |
| Placer Congestion | 0.873 |
| Synth Area per Inst | 18.6 um^2 |
| DP HPWL | 114000 um |
| Ratio of cells with drive above 1 in the final layout | 17.9% |
| CP max-delay cell | a2111oi_2 |
| Clock tree root driver cell | clkbuf_16 |
| Yosys chip area | 78300 um^2 |
| Non-Filler Instances | 7073 |
| Port bufs | 71 |
| Worst EP required | 25760 ps |
| Global-route wire length before repair | 298000 um |
| Top FF cell, synth | edfxtp_1 |
| TritonCTS Buffers | 198 |
| FP Rows | 162 |
| Routed vias/inst | 5.86 |
| Async SR Flop Fraction | 0% |
| Final cell utilization of the core | 45.6% |
| Most frequent CP cell | buf_4 |
| Initial antenna violation count | 4 |
| CTS sink count | 2048 |
| Hold Vio Cnt, Final | 0 |
| GRT overflow | 0 |
| Number of flip-flops in the largest register | 2048 |
| Cells after Synth | 4207 |
| Total negative slack | 0 ps |
| Distinct lib cells | 55 |
| VDD IR max | 0.0564 mV |
| Cell area leaders | edfxtp_1 79%, mux2i_1 3.3%, mux4_2 2.8%, mux2_2 2.1%, a221oi_1 2.0% |
| Grt met3 use | 16.0% |
| Status | finished clean |
| Arrival time worst endpoint | 11650 ps |
| CP Capture Type | output pin |
| Worst setup SP type | primary input |
| I/O pin count | 98 |
| CTS H-tree depth | 4 |
| Log Warnings | 52 |
| Top Usage Layer GRT | met2 |
| Logic pwr share | 5.4% |
| Clock group share of total power | 40.1% |
| Tightest Pin Transition | 879 ps |
| Net Sw Frac | 21.2% |
| CTS tree | done |
| M2 GR Usage | 33.8% |
| Hold Path Sink | RAM[7][2]$_DFFE_PP_ |
| Flop pwr share | 54.6% |
| Critical-path cell list | buf_8, buf_4, buf_4, buf_4, nor2_4, buf_4, a221oi_1, a211oi_1, a2111oi_2, nand3_1, clkdlybuf4s50_1 |
| Slew Limit Fails | 0 |
| Met1 usage | 28.1% |
| Die height | 444 um |
| Synth flops | 2048 |
| Crit-path max cell delay | 810 ps |
| Slew Limit Headroom | 41.3% |
| Vias after detailed routing | 41400 |
| Yosys top cell by instances | edfxtp_1 |
| Router iterations before antenna repair | 9 |
| Number of global-route vias before repair | 43500 |
| DR WL/cell | 29.2 um |
| Leak Pwr | 28.2 nW |
| Fmax | 55.3 MHz |
| DR DRC count | 0 |
## layer usage
layer | up-vias | wire [um] | share of wire [%]
met3 | 372 | 32400 | 16
met1 | 20700 | 69400 | 34
met2 | 2465 | 97200 | 47
li1 | 17900 | - | -
met4 | 8 | 7230 | 3.5
met5 | - | 289 | 0.14
## kinds of logic (layout without fill, tap and decap cells)
| family | Yosys count | in the layout | synth area share [%] |
|---|---|---|---|
| AOI/OAI and AO/OA | 933 | 933 | 8.73 |
| buffers and inverters | 300 | 622 | 1.70 |
| DFF | 2048 | 2048 | 78.6 |
| muxes | 502 | 502 | 8.19 |
| other | 0 | 2 | 0 |
| and+or+nand+nor | 424 | 424 | 2.83 |
## stage by stage
stage | setup WS [ps] | power, W | hold slack (ps) | instance area, um^2
after floorplan | 17210 | 0.00315 | 6540 | 78300
after global placement | 14040 | 0.00330 | 7110 | 82800
after detailed placement | 13990 | 0.00331 | 7130 | 82800
after CTS | 13980 | 0.00546 | 6240 | 88800
after global routing | 13850 | 0.00557 | 6270 | 88800
final | 14110 | 0.00542 | 6280 | 88800
## power by group through the flow
stage | combinational (W) | clock [W] | sequential (W)
CTS | 0.000294 | 0.00221 | 0.00296
global route | 0.000312 | 0.00231 | 0.00296
finish | 0.000290 | 0.00217 | 0.00296
## cells in the final DEF, fill, tap and decap left out, drive strengths merged, types with 93 or more instances in the layout
cell,count
a21oi,121
a221oi,175
a22oi,188
buf,226
clkbuf,265
edfxtp,2048
mux2,147
mux2i,259
mux4,96
nor2,145
o22ai,93
## worst max-delay path by stage
stage	startpoint	to	slack (ps)
after CTS	a[4]	rd[28]	13980
after global routing	a[4]	rd[0]	13850
final	a[4]	rd[28]	14110
## final cells by class
type | instances | area, um^2
Multi-Input combinational cell | 1859 | 16100
Clock inverter | 93 | 708
Antenna cell | 2 | 5.00
Fill cell | 16100 | 106000
Timing Repair Buffer | 262 | 2040
Inverter | 2 | 15.0
Clock buffer | 265 | 5290
Tap cell | 2542 | 3180
Sequential cell | 2048 | 61500
## worst max-delay path: cells and delay by family
family	cells	cell delay (ps)
compound gates	3	1420
buf+inv	6	2920
simple gates	2	670
Power and IR drop assume default switching activity.
